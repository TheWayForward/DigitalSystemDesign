**design.v**
```verilog
module countdown(
	clk,
	rst,
	set_in,
	start,
	clr,
	segment_row,
	segment_col,
	cnt,
);
	input clk,rst,clr,start;
	input[6:0] set_in;
	output reg[1:0] segment_row = 2'b11;
	output reg[7:0] segment_col = 8'b0000_0000;
	output reg[6:0] cnt = 7'b011_1011;
	reg[6:0] set = 7'b000_0000;
	reg[2:0] overlap = 3'b00;
	reg[9:0] cnt_loop_1Hz = 10'b0;
	parameter dp_1Hz = 5000_0000;
	wire clkout_1Hz;
	divide #(
		.WIDTH(26),
		.N(dp_1Hz)
		) divide_1Hz(
			.clk(clk),
			.rst_n(rst),
			.clkout(clkout_1Hz)
		);
	parameter dp_1000Hz = 5_0000;
	wire clkout_1000Hz;
	divide #(
		.WIDTH(16),
		.N(dp_1000Hz)
		) divide_1000Hz(
			.clk(clk),
			.rst_n(rst),
			.clkout(clkout_1000Hz)
		);
	always@(posedge clkout_1000Hz)
		begin
			cnt_loop_1Hz <= cnt_loop_1Hz + 1;
			if(cnt_loop_1Hz == 10'b11_1110_1000)
				begin
					cnt <= cnt - 1;
					cnt_loop_1Hz <= 0;
					if(cnt == 0)
						begin
							cnt <= 0;
						end
				end
			if(clr)
				begin
					cnt <= set_in;
				end				
		end
	always@(clkout_1000Hz)
		begin
			case(clkout_1000Hz)
				0: segment_row = 2'b10;
				1:	segment_row = 2'b01;
			endcase
			case(segment_row)
				2'b01:
					case(cnt)
							7'b000_0000: segment_col = 8'b0000_0000;
							7'b000_0001: segment_col = 8'b0000_0000;
							7'b000_0010: segment_col = 8'b0000_0000;
							7'b000_0011: segment_col = 8'b0000_0000;
							7'b000_0100: segment_col = 8'b0000_0000;
							7'b000_0101: segment_col = 8'b0000_0000;
							7'b000_0110: segment_col = 8'b0000_0000;
							7'b000_0111: segment_col = 8'b0000_0000;
							7'b000_1000: segment_col = 8'b0000_0000;
							7'b000_1001: segment_col = 8'b0000_0000;
							7'b000_1010: segment_col = 8'b0110_0000;
							7'b000_1011: segment_col = 8'b0110_0000;
							7'b000_1100: segment_col = 8'b0110_0000;
							7'b000_1101: segment_col = 8'b0110_0000;
							7'b000_1110: segment_col = 8'b0110_0000;
							7'b000_1111: segment_col = 8'b0110_0000;
							7'b001_0000: segment_col = 8'b0110_0000;
							7'b001_0001: segment_col = 8'b0110_0000;
							7'b001_0010: segment_col = 8'b0110_0000;
							7'b001_0011: segment_col = 8'b0110_0000;
							7'b001_0100: segment_col = 8'b1101_1010;
							7'b001_0101: segment_col = 8'b1101_1010;
							7'b001_0110: segment_col = 8'b1101_1010;
							7'b001_0111: segment_col = 8'b1101_1010;
							7'b001_1000: segment_col = 8'b1101_1010;
							7'b001_1001: segment_col = 8'b1101_1010;
							7'b001_1010: segment_col = 8'b1101_1010;
							7'b001_1011: segment_col = 8'b1101_1010;
							7'b001_1100: segment_col = 8'b1101_1010;
							7'b001_1101: segment_col = 8'b1101_1010;
							7'b001_1110: segment_col = 8'b1111_0010;
							7'b001_1111: segment_col = 8'b1111_0010;
							7'b010_0000: segment_col = 8'b1111_0010;
							7'b010_0001: segment_col = 8'b1111_0010;
							7'b010_0010: segment_col = 8'b1111_0010;
							7'b010_0011: segment_col = 8'b1111_0010;
							7'b010_0100: segment_col = 8'b1111_0010;
							7'b010_0101: segment_col = 8'b1111_0010;
							7'b010_0110: segment_col = 8'b1111_0010;
							7'b010_0111: segment_col = 8'b1111_0010;
							7'b010_1000: segment_col = 8'b0110_0110;
							7'b010_1001: segment_col = 8'b0110_0110;
							7'b010_1010: segment_col = 8'b0110_0110;
							7'b010_1011: segment_col = 8'b0110_0110;
							7'b010_1100: segment_col = 8'b0110_0110;
							7'b010_1101: segment_col = 8'b0110_0110;
							7'b010_1110: segment_col = 8'b0110_0110;
							7'b010_1111: segment_col = 8'b0110_0110;
							7'b011_0000: segment_col = 8'b0110_0110;
							7'b011_0001: segment_col = 8'b0110_0110;
							7'b011_0010: segment_col = 8'b1011_0110;
							7'b011_0011: segment_col = 8'b1011_0110;
							7'b011_0100: segment_col = 8'b1011_0110;
							7'b011_0101: segment_col = 8'b1011_0110;
							7'b011_0110: segment_col = 8'b1011_0110;
							7'b011_0111: segment_col = 8'b1011_0110;
							7'b011_1000: segment_col = 8'b1011_0110;
							7'b011_1001: segment_col = 8'b1011_0110;
							7'b011_1010: segment_col = 8'b1011_0110;
							7'b011_1011: segment_col = 8'b1011_0110;
							7'b011_1100: segment_col = 8'b1011_1110;
							7'b011_1101: segment_col = 8'b1011_1110;
							7'b011_1110: segment_col = 8'b1011_1110;
							7'b011_1111: segment_col = 8'b1011_1110;
							7'b100_0000: segment_col = 8'b1011_1110;
							7'b100_0001: segment_col = 8'b1011_1110;
							7'b100_0010: segment_col = 8'b1011_1110;
							7'b100_0011: segment_col = 8'b1011_1110;
							7'b100_0100: segment_col = 8'b1011_1110;
							7'b100_0101: segment_col = 8'b1011_1110;
							7'b100_0110: segment_col = 8'b1110_0000;
							7'b100_0111: segment_col = 8'b1110_0000;
							7'b100_1000: segment_col = 8'b1110_0000;
							7'b100_1001: segment_col = 8'b1110_0000;
							7'b100_1010: segment_col = 8'b1110_0000;
							7'b100_1011: segment_col = 8'b1110_0000;
							7'b100_1100: segment_col = 8'b1110_0000;
							7'b100_1101: segment_col = 8'b1110_0000;
							7'b100_1110: segment_col = 8'b1110_0000;
							7'b100_1111: segment_col = 8'b1110_0000;
							7'b101_0000: segment_col = 8'b1111_1110;
							7'b101_0001: segment_col = 8'b1111_1110;
							7'b101_0010: segment_col = 8'b1111_1110;
							7'b101_0011: segment_col = 8'b1111_1110;
							7'b101_0100: segment_col = 8'b1111_1110;
							7'b101_0101: segment_col = 8'b1111_1110;
							7'b101_0110: segment_col = 8'b1111_1110;
							7'b101_0111: segment_col = 8'b1111_1110;
							7'b101_1000: segment_col = 8'b1111_1110;
							7'b101_1001: segment_col = 8'b1111_1110;
							7'b101_1010: segment_col = 8'b1111_0110;
							7'b101_1011: segment_col = 8'b1111_0110;
							7'b101_1100: segment_col = 8'b1111_0110;
							7'b101_1101: segment_col = 8'b1111_0110;
							7'b101_1110: segment_col = 8'b1111_0110;
							7'b101_1111: segment_col = 8'b1111_0110;
							7'b110_0000: segment_col = 8'b1111_0110;
							7'b110_0001: segment_col = 8'b1111_0110;
							7'b110_0010: segment_col = 8'b1111_0110;
							7'b110_0011: segment_col = 8'b1111_0110;
					endcase
				2'b10:
					case(cnt)
							7'b000_0000: segment_col = 8'b1111_1100;
							7'b000_0001: segment_col = 8'b0110_0000;
							7'b000_0010: segment_col = 8'b1101_1010;
							7'b000_0011: segment_col = 8'b1111_0010;
							7'b000_0100: segment_col = 8'b0110_0110;
							7'b000_0101: segment_col = 8'b1011_0110;
							7'b000_0110: segment_col = 8'b1011_1110;
							7'b000_0111: segment_col = 8'b1110_0000;
							7'b000_1000: segment_col = 8'b1111_1110;
							7'b000_1001: segment_col = 8'b1111_0110;
							7'b000_1010: segment_col = 8'b1111_1100;
							7'b000_1011: segment_col = 8'b0110_0000;
							7'b000_1100: segment_col = 8'b1101_1010;
							7'b000_1101: segment_col = 8'b1111_0010;
							7'b000_1110: segment_col = 8'b0110_0110;
							7'b000_1111: segment_col = 8'b1011_0110;
							7'b001_0000: segment_col = 8'b1011_1110;
							7'b001_0001: segment_col = 8'b1110_0000;
							7'b001_0010: segment_col = 8'b1111_1110;
							7'b001_0011: segment_col = 8'b1111_0110;
							7'b001_0100: segment_col = 8'b1111_1100;
							7'b001_0101: segment_col = 8'b0110_0000;
							7'b001_0110: segment_col = 8'b1101_1010;
							7'b001_0111: segment_col = 8'b1111_0010;
							7'b001_1000: segment_col = 8'b0110_0110;
							7'b001_1001: segment_col = 8'b1011_0110;
							7'b001_1010: segment_col = 8'b1011_1110;
							7'b001_1011: segment_col = 8'b1110_0000;
							7'b001_1100: segment_col = 8'b1111_1110;
							7'b001_1101: segment_col = 8'b1111_0110;
							7'b001_1110: segment_col = 8'b1111_1100;
							7'b001_1111: segment_col = 8'b0110_0000;
							7'b010_0000: segment_col = 8'b1101_1010;
							7'b010_0001: segment_col = 8'b1111_0010;
							7'b010_0010: segment_col = 8'b0110_0110;
							7'b010_0011: segment_col = 8'b1011_0110;
							7'b010_0100: segment_col = 8'b1011_1110;
							7'b010_0101: segment_col = 8'b1110_0000;
							7'b010_0110: segment_col = 8'b1111_1110;
							7'b010_0111: segment_col = 8'b1111_0110;
							7'b010_1000: segment_col = 8'b1111_1100;
							7'b010_1001: segment_col = 8'b0110_0000;
							7'b010_1010: segment_col = 8'b1101_1010;
							7'b010_1011: segment_col = 8'b1111_0010;
							7'b010_1100: segment_col = 8'b0110_0110;
							7'b010_1101: segment_col = 8'b1011_0110;
							7'b010_1110: segment_col = 8'b1011_1110;
							7'b010_1111: segment_col = 8'b1110_0000;
							7'b011_0000: segment_col = 8'b1111_1110;
							7'b011_0001: segment_col = 8'b1111_0110;
							7'b011_0010: segment_col = 8'b1111_1100;
							7'b011_0011: segment_col = 8'b0110_0000;
							7'b011_0100: segment_col = 8'b1101_1010;
							7'b011_0101: segment_col = 8'b1111_0010;
							7'b011_0110: segment_col = 8'b0110_0110;
							7'b011_0111: segment_col = 8'b1011_0110;
							7'b011_1000: segment_col = 8'b1011_1110;
							7'b011_1001: segment_col = 8'b1110_0000;
							7'b011_1010: segment_col = 8'b1111_1110;
							7'b011_1011: segment_col = 8'b1111_0110;
							7'b011_1100: segment_col = 8'b1111_1100;
							7'b011_1101: segment_col = 8'b0110_0000;
							7'b011_1110: segment_col = 8'b1101_1010;
							7'b011_1111: segment_col = 8'b1111_0010;
							7'b100_0000: segment_col = 8'b0110_0110;
							7'b100_0001: segment_col = 8'b1011_0110;
							7'b100_0010: segment_col = 8'b1011_1110;
							7'b100_0011: segment_col = 8'b1110_0000;
							7'b100_0100: segment_col = 8'b1111_1110;
							7'b100_0101: segment_col = 8'b1111_0110;
							7'b100_0110: segment_col = 8'b1111_1100;
							7'b100_0111: segment_col = 8'b0110_0000;
							7'b100_1000: segment_col = 8'b1101_1010;
							7'b100_1001: segment_col = 8'b1111_0010;
							7'b100_1010: segment_col = 8'b0110_0110;
							7'b100_1011: segment_col = 8'b1011_0110;
							7'b100_1100: segment_col = 8'b1011_1110;
							7'b100_1101: segment_col = 8'b1110_0000;
							7'b100_1110: segment_col = 8'b1111_1110;
							7'b100_1111: segment_col = 8'b1111_0110;
							7'b101_0000: segment_col = 8'b1111_1100;
							7'b101_0001: segment_col = 8'b0110_0000;
							7'b101_0010: segment_col = 8'b1101_1010;
							7'b101_0011: segment_col = 8'b1111_0010;
							7'b101_0100: segment_col = 8'b0110_0110;
							7'b101_0101: segment_col = 8'b1011_0110;
							7'b101_0110: segment_col = 8'b1011_1110;
							7'b101_0111: segment_col = 8'b1110_0000;
							7'b101_1000: segment_col = 8'b1111_1110;
							7'b101_1001: segment_col = 8'b1111_0110;
							7'b101_1010: segment_col = 8'b1111_1100;
							7'b101_1011: segment_col = 8'b0110_0000;
							7'b101_1100: segment_col = 8'b1101_1010;
							7'b101_1101: segment_col = 8'b1111_0010;
							7'b101_1110: segment_col = 8'b0110_0110;
							7'b101_1111: segment_col = 8'b1011_0110;
							7'b110_0000: segment_col = 8'b1011_1110;
							7'b110_0001: segment_col = 8'b1110_0000;
							7'b110_0010: segment_col = 8'b1111_1110;
							7'b110_0011: segment_col = 8'b1111_0110;
					endcase
			endcase
	end
endmodule
module divide(
	clk,
	rst_n,
	clkout,
);
	input clk,rst_n;
	output clkout;
	reg clk_p,clk_n;
	parameter WIDTH = 24;
	parameter N = 1000000;
	reg[WIDTH - 1:0] cnt_p,cnt_n;
	always@(posedge clk or negedge rst_n)
		begin
			if(!rst_n)
				cnt_p <= 0;
			else if(cnt_p == (N - 1))
				cnt_p <= 0;
			else
				cnt_p <= cnt_p + 1;
		end
	always@(posedge clk or negedge rst_n)
		begin
			if(!rst_n)
				clk_p <= 0;
			else if(cnt_p < (N >> 1))
				clk_p <= 0;
			else
				clk_p <= 1;
		end
	always@(negedge clk or negedge rst_n)
		begin	
			if(!rst_n)
				cnt_n <= 0;
			else if(cnt_n == (N - 1))
				cnt_n <= 0;
			else	
				cnt_n <= cnt_n + 1;
		end
	always@(negedge clk)
		begin
			if(!rst_n)
				clk_n <= 0;
			else if(cnt_n < (N >> 1))
				clk_n <= 0;
			else
				clk_n <= 1;
		end
	assign clkout = (N == 1) ? clk : (N[0]) ? (clk_p & clk_n) : clk_p;
endmodule
```
**run.sh**
```bash
#!/bin/bash
# OpenROAD 26Q1-2900-gdf79404cd8, Yosys 0.63+post, stock flow scripts
make -C /OpenROAD-flow-scripts/flow DESIGN_CONFIG=/design/flow/config.mk WORK_HOME=/design/flow/orfs finish
```
**config.mk**
```make
export PLATFORM = sky130hd
export DESIGN_NAME = countdown
export DESIGN_NICKNAME = countdown
export VERILOG_FILES = /design/flow/design.v
export SDC_FILE = /design/flow/constraint.sdc
export NUM_CORES = 4
export LEC_CHECK = 1
export CORE_UTILIZATION = 50
```
**constraint.sdc**
```tcl
current_design countdown

set clk_period 3.4
set clk_io_pct 0.2

create_clock -name clk0 -period $clk_period [get_ports {clk}]

set non_clock_inputs [all_inputs -no_clocks]
set_input_delay [expr $clk_period * $clk_io_pct] -clock clk0 $non_clock_inputs
set_output_delay [expr $clk_period * $clk_io_pct] -clock clk0 [all_outputs]
```
==> results.ini <==
[setup_path]
crit_path_end_kind = primary output
crit_type = register to primary output
rrSetupSlack_ps = 1580
arrival_ps = 1610
critPathRequiredTime_ps = 2720
worstSetupStartpointType = register
worst-path-max-fanout = 21

[placement]
io_buffers = 25
dpl_worst_slack_ps = 1328
place_congestion = 0.8969
dp_hpwl_mm = 5.334
place_inst = 465

[timing]
unclocked_pins = 24
setup_viol = 0
slew_headroom = 0.4886
setup_ws_ps = 1109
final-max-slew-violation-count = 0
final-hold-violation-count = 0
fin_crit_ps = 2291
tightest_slew_ps = 764.8
setup_tns_ps = 0
clock-skew-final_ps = 1.189
untimed_endpoints = 45
fin_crit_sh = 0.6737
max_freq_mhz = 436.5
rsz0062_at_grt = no

[pwr]
p_int_mw = 0.2996
power_leakage_nw = 1.378
power.switching_mw = 0.07526
switching_share = 0.2008
pwr_density_cell_nw_per_um2 = 110.1
comb_power_share = 0.059
clkPwrFrac = 0.394
power.total_mw = 0.3748
pwr-share-seq = 0.547
vdd_ir_drop_max_mv = 0.2080

[flow_run]
cap_violations = 0
warnings = 31

[die]
die-area_um2 = 6656
fp_util = 0.5255
die_w_um = 81.59
die_h_um = 81.59
core_um2 = 6026
io_pins = 28
rows = 28

[routing]
insertedDiodeCount = 0
dr.pass1.iters = 7
ant_nets = 0
wl_per_cell_um = 15.87
drt-vias-per-instance = 6.126
drtIter0Drc = 251
drc = 0
via_count = 2873
drt-total-wl_mm = 7.441

[synth]
synth.cell_area_um2 = 3167
async_flop_share = 0.4146
yosysWarnings = 3
top_area_frac = 0.1343
synthCells = 388
largest_area_cell = dfrtp_1
yosys-stat-cells = 388
topCellsByArea = dfrtp_1 (13%), edfxtp_1 (6.6%), dfxtp_1 (6.3%)
ys_chip_area_um2 = 3167
avgSynthCellArea_um2 = 8.162
synthFlopType = dfrtp_1
edf_count = 7
yosysUniqueCellTypes = 76
ys.flops = 41

[clocking]
cts_resized = 0
cts-root-buf = clkbuf_8
cts_tree = built
clock_latency_ps = 250
cts_setup_buffers = 0
cts.clk_slew.worst_paths_ps = 60
htree_levels = 1
cts_made_buffers = 3
clockBufferDepth = 2
ctsHoldBuffers = 0

[final_layout]
stdcell_count = 469
n_fill_cell = 543
layout-drive-gt1-share = 0.06091
area_growth_pct = 7.467

[global_routing]
track_usage = 0.2395
grt_pass1_wl_mm = 12.06
overflow = 0
grt_antenna_before_repair = 0
first_global_vias = 2482
grt_max_degree = 48

[worst_hold_path]
hold_path.class = register to register

[outcome]
outcome = finished, final reports clean

==> path summary, 6_finish.rpt <==
| check | cells after the start | endpoint | startpoint |
|---|---|---|---|
| setup / recovery | 2 | segment_row[1] | divide_1000Hz.clk_p |
| hold / removal | 1 | divide_1000Hz.cnt_p[12] | divide_1000Hz.cnt_p[12] |
| setup reg to reg | 4 | divide_1000Hz.cnt_p[8] | divide_1000Hz.cnt_p[12] |
| hold reg to reg | 1 | divide_1000Hz.cnt_p[12] | divide_1000Hz.cnt_p[12] |
| max in group asynchronous | 1 | divide_1000Hz.clk_p | rst |
| min in group asynchronous | 1 | divide_1000Hz.cnt_p[0] | rst |
==> kinds of logic (layout without fill, tap and decap cells) <==
kind of cell,after synthesis,count (layout),share of synthesized area
flip-flops,34,34,0.2639
multiplexers,6,6,0.01936
adder cells (fa/ha/maj),8,8,0.03082
XOR/XNOR,20,20,0.06124
buffers and inverters,44,50,0.08020
latches,7,7,0.03319
AND/OR/NAND/NOR,177,177,0.3086
AND-OR/OR-AND,91,91,0.2015
other,1,1,0.001184
==> synthesized netlist by cell type, types with 5 or more instances <==
cell,n
nor4_1,8
xor2_1,7
o21ai_0,22
dfrtp_1,17
ha_1,7
buf_2,8
nand4_1,5
mux2i_1,5
dfxtp_1,10
a21oi_1,16
nor3_1,12
clkbuf_1,6
xnor2_1,12
buf_6,6
nand2_1,43
inv_1,15
nand3_1,17
nand2b_1,7
o31ai_1,7
edfxtp_1,7
dlxtn_1,7
nor2b_1,16
buf_4,9
a32oi_1,5
nor2_1,30
==> registers in the layout, indices dropped and copies added (netlist names) <==
signal / flops
cnt: 7
cnt_loop_1Hz: 10
segment_col: 7
divide_1000Hz.cnt_p: 16
divide_1000Hz.clk_p: 1
==> final cells by class <==
| cell class | instances | area (um^2) | share of cell area |
|---|---|---|---|
| clock buffers | 4 | 45.04 | 0.01324 |
| multi-input cells | 303 | 1972 | 0.5794 |
| inverters | 15 | 56.30 | 0.01654 |
| flip-flops and latches | 41 | 940.9 | 0.2765 |
| well taps | 75 | 93.84 | 0.02757 |
| repair buffers | 31 | 295.3 | 0.08676 |
==> power groups by stage <==
| stage | combinational (mW) | sequential [mW] | clock [mW] |
|---|---|---|---|
| 6_report | 0.0222 | 0.205 | 0.148 |
| 5_1_grt | 0.0253 | 0.205 | 0.158 |
| 4_1_cts | 0.0228 | 0.205 | 0.153 |
==> cell usage in the layout, fill, tap and decap left out, types with 4 or more instances in the layout <==
master           Yosys  routed
nand2_1             43      43
nor2_1              30      30
clkdlybuf4s50_1      0      25
o21ai_0             22      22
nand3_1             17      17
dfrtp_1             17      17
a21oi_1             16      16
nor2b_1             16      16
inv_1               15      15
nor3_1              12      12
xnor2_1             12      12
dfxtp_1             10      10
nor4_1               8       8
xor2_1               7       7
nand2b_1             7       7
o31ai_1              7       7
ha_1                 7       7
edfxtp_1             7       7
dlxtn_1              7       7
buf_4                9       6
nand4_1              5       5
mux2i_1              5       5
a32oi_1              5       5
or3_1                4       4
and3_1               4       4
and2_1               4       4
==> metal layers <==
layer | vias to the layer above | routed length (um) | track usage
met2 | 87 | 3392 | 0.3792
met1 | 1342 | 3597 | 0.3692
met3 | 18 | 250 | 0.01691
li1 | 1426 | - | -
met5 | - | 0 | 0
met4 | 0 | 201 | 0.05263
==> stage by stage <==
step	instance area [um^2]	utilization	hold slack, ps
2_1_floorplan	3167	-	384.4
3_3_place_gp	3358	0.5573	468.4
3_5_place_dp	3358	0.5573	473.5
4_1_cts	3403	0.5648	486.4
5_1_grt	3403	0.5648	497.5
6_report	3403	0.5648	488.3
==> critical path: stages, from the launching register on <==
cell	delay, ps
dfrtp_1	770
inv_1	160
clkdlybuf4s50_1	430
Power figures rest on the tool's default switching activity, not on a simulated workload.
